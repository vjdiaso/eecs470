==> ./design.v <==
`timescale 1ns/100ps
typedef logic [31:0] ADDR;
typedef logic [31:0] DATA;
typedef logic [4:0] REG_IDX;
typedef logic [3:0] MEM_TAG;
typedef union packed {
    logic [7:0][7:0]  byte_level;
    logic [3:0][15:0] half_level;
    logic [1:0][31:0] word_level;
    logic      [63:0] dbbl_level;
} MEM_BLOCK;
typedef enum logic [1:0] {
    BYTE   = 2'h0,
    HALF   = 2'h1,
    WORD   = 2'h2,
    DOUBLE = 2'h3
} MEM_SIZE;
typedef enum logic [1:0] {
    MEM_NONE   = 2'h0,
    MEM_LOAD   = 2'h1,
    MEM_STORE  = 2'h2
} MEM_COMMAND;
typedef enum logic [3:0] {
    INST_ADDR_MISALIGN  = 4'h0,
    INST_ACCESS_FAULT   = 4'h1,
    ILLEGAL_INST        = 4'h2,
    BREAKPOINT          = 4'h3,
    LOAD_ADDR_MISALIGN  = 4'h4,
    LOAD_ACCESS_FAULT   = 4'h5,
    STORE_ADDR_MISALIGN = 4'h6,
    STORE_ACCESS_FAULT  = 4'h7,
    ECALL_U_MODE        = 4'h8,
    ECALL_S_MODE        = 4'h9,
    NO_ERROR            = 4'ha,  
    ECALL_M_MODE        = 4'hb,
    INST_PAGE_FAULT     = 4'hc,
    LOAD_PAGE_FAULT     = 4'hd,
    HALTED_ON_WFI       = 4'he,  
    STORE_PAGE_FAULT    = 4'hf
} EXCEPTION_CODE;
typedef enum logic [1:0] {
    OPA_IS_RS1,
    OPA_IS_NPC,
    OPA_IS_PC,
    OPA_IS_ZERO
} ALU_OPA_SELECT;
typedef enum logic [2:0] {
    OPB_IS_RS2,
    OPB_IS_I_IMM,
    OPB_IS_S_IMM,
    OPB_IS_B_IMM,
    OPB_IS_U_IMM,
    OPB_IS_J_IMM
} ALU_OPB_SELECT;
typedef enum logic [3:0] {
    ALU_ADD,
    ALU_SUB,
    ALU_SLT,
    ALU_SLTU,
    ALU_AND,
    ALU_OR,
    ALU_XOR,
    ALU_SLL,
    ALU_SRL,
    ALU_SRA
} ALU_FUNC;
typedef enum logic [2:0] {
    M_MUL     = 3'b000,
    M_MULH    = 3'b001,
    M_MULHSU  = 3'b010,
    M_MULHU   = 3'b011,
    M_DIV     = 3'b100,
    M_DIVU    = 3'b101,
    M_REM     = 3'b110,
    M_REMU    = 3'b111
} MULT_FUNC3;
typedef union packed {
    logic [31:0] inst;
    struct packed {
        logic [6:0] funct7;
        logic [4:0] rs2;  
        logic [4:0] rs1;  
        logic [2:0] funct3;
        logic [4:0] rd;  
        logic [6:0] opcode;
    } r;  
    struct packed {
        logic [11:0] imm;  
        logic [4:0]  rs1;  
        logic [2:0]  funct3;
        logic [4:0]  rd;   
        logic [6:0]  opcode;
    } i;  
    struct packed {
        logic [6:0] off;  
        logic [4:0] rs2;  
        logic [4:0] rs1;  
        logic [2:0] funct3;
        logic [4:0] set;  
        logic [6:0] opcode;
    } s;  
    struct packed {
        logic       of;   
        logic [5:0] s;    
        logic [4:0] rs2;  
        logic [4:0] rs1;  
        logic [2:0] funct3;
        logic [3:0] et;   
        logic       f;    
        logic [6:0] opcode;
    } b;  
    struct packed {
        logic [19:0] imm;  
        logic [4:0]  rd;  
        logic [6:0]  opcode;
    } u;  
    struct packed {
        logic       of;  
        logic [9:0] et;  
        logic       s;   
        logic [7:0] f;   
        logic [4:0] rd;  
        logic [6:0] opcode;
    } j;   
} INST;  
typedef struct packed {
    INST  inst;
    ADDR  PC;
    ADDR  NPC;  
    logic valid;
} IF_ID_PACKET;
typedef struct packed {
    INST inst;
    ADDR PC;
    ADDR NPC;  
    DATA rs1_value;  
    DATA rs2_value;  
    ALU_OPA_SELECT opa_select;  
    ALU_OPB_SELECT opb_select;  
    REG_IDX  dest_reg_idx;   
    ALU_FUNC alu_func;       
    logic    mult;           
    logic    rd_mem;         
    logic    wr_mem;         
    logic    cond_branch;    
    logic    uncond_branch;  
    logic    halt;           
    logic    illegal;        
    logic    csr_op;         
    logic    valid;
} ID_EX_PACKET;
typedef struct packed {
    DATA alu_result;
    ADDR NPC;
    logic    take_branch;  
    DATA     rs2_value;
    logic    rd_mem;
    logic    wr_mem;
    REG_IDX  dest_reg_idx;
    logic    halt;
    logic    illegal;
    logic    csr_op;
    logic    rd_unsigned;  
    MEM_SIZE mem_size;
    logic    valid;
} EX_MEM_PACKET;
typedef struct packed {
    DATA    result;
    ADDR    NPC;
    REG_IDX dest_reg_idx;  
    logic   take_branch;
    logic   halt;     
    logic   illegal;  
    logic   valid;
} MEM_WB_PACKET;
typedef struct packed {
    ADDR    NPC;
    DATA    data;
    REG_IDX reg_idx;
    logic   halt;
    logic   illegal;
    logic   valid;
} COMMIT_PACKET;
module stage_mem (
    input EX_MEM_PACKET  ex_mem_reg,
    input MEM_BLOCK      Dmem_load_data,  
    output MEM_WB_PACKET mem_packet,
    output MEM_COMMAND   Dmem_command,    
    output MEM_SIZE      Dmem_size,       
    output ADDR          Dmem_addr,       
    output MEM_BLOCK     Dmem_store_data  
);
    DATA load_data;
    assign mem_packet.result = (ex_mem_reg.rd_mem) ? load_data : ex_mem_reg.alu_result;
    assign mem_packet.NPC          = ex_mem_reg.NPC;
    assign mem_packet.valid        = ex_mem_reg.valid;
    assign mem_packet.halt         = ex_mem_reg.halt;
    assign mem_packet.illegal      = ex_mem_reg.illegal;
    assign mem_packet.dest_reg_idx = ex_mem_reg.dest_reg_idx;
    assign mem_packet.take_branch  = ex_mem_reg.take_branch;
    assign Dmem_command = (ex_mem_reg.valid && ex_mem_reg.wr_mem) ? MEM_STORE :
                          (ex_mem_reg.valid && ex_mem_reg.rd_mem) ? MEM_LOAD : MEM_NONE;
    assign Dmem_size = ex_mem_reg.mem_size;
    assign Dmem_addr = ex_mem_reg.alu_result;  
    assign Dmem_store_data = {32'b0, ex_mem_reg.rs2_value};  
    always_comb begin
        load_data = Dmem_load_data[31:0];  
        if (ex_mem_reg.rd_unsigned) begin
            if (ex_mem_reg.mem_size == BYTE) begin
                load_data[31:8] = 0;
            end else if (ex_mem_reg.mem_size == HALF) begin
                load_data[31:16] = 0;
            end
        end else begin
            if (ex_mem_reg.mem_size == BYTE) begin
                load_data[31:8] = {(24){load_data[7]}};
            end else if (ex_mem_reg.mem_size == HALF) begin
                load_data[31:16] = {(16){load_data[15]}};
            end
        end
    end
endmodule  
==> ./run.sh <==
#!/bin/bash
# OpenROAD 26Q1-2900-gdf79404cd8, Yosys 0.63+post, stock flow scripts
make -C /OpenROAD-flow-scripts/flow DESIGN_CONFIG=/design/flow/config.mk WORK_HOME=/design/flow/orfs finish
==> ./config.mk <==
export PLATFORM = sky130hd
export DESIGN_NAME = stage_mem
export DESIGN_NICKNAME = stage_mem
export VERILOG_FILES = /design/flow/design.v
export SDC_FILE = /design/flow/constraint.sdc
export NUM_CORES = 4
export LEC_CHECK = 1
export CORE_AREA = 10 10 141 141
export DIE_AREA = 0 0 151 151
==> ./constraint.sdc <==
current_design stage_mem

set clk_period 3.1
set clk_io_pct 0.2

create_clock -name clk0 -period $clk_period

set non_clock_inputs [all_inputs -no_clocks]
set_input_delay [expr $clk_period * $clk_io_pct] -clock clk0 $non_clock_inputs
set_output_delay [expr $clk_period * $clk_io_pct] -clock clk0 [all_outputs]
==> out/qor.csv <==
metric,value,unit
outcome,completed,
postCtsSetupBuffers,0,
gr-usage-met3,3.998,%
antenna_found_initial,0,
drc,0,
ys_chip_area,1583,sq um
crit_path_start_kind,primary input,
pwr_density_cell,124.5,nW/um^2
min_period,3.005,ns
leakage,0.9144,nW
fin_ws,0.09453,ns
min_from,ex_mem_reg[24],
regArea,0,sq um
crit_top_cell,clkdlybuf4s50_1,
grt_pass1_vias,1584,
yosys.cell_types.count,18,
critical_path_class,primary input to output port,
n_clock_buffer,0,
setup_viol,0,
port_buffers,139,
postRouteAntennaNets,0,
ioPinCount,348,
rows,47,
end_kind,output port,
post_cts_resized,0,
ys_seq_share,0,%
grt_max_degree,24,
ir_worst_vdd,0.03447,mV
slowest_stage,clkdlybuf4s50_1,
warning_count,65,
grt.overflow.total,0,
rsz0062_at_grt,false,
antennaDiodeCount,0,
max_freq,332.7,MHz
layout-drive-gt1-share,7.116,%
die_h,151,um
path_delay_family,buffers and inverters,
grtUsageMet2,8.758,%
dp_hpwl,6080,um
path_cells,clkdlybuf4s50_1 -> mux2_4 -> a21boi_4 -> buf_12 -> a21oi_1 -> clkdlybuf4s50_1,
final.setup.tns,0,ns
startpoint,ex_mem_reg[1],
cp_data_required_time,2.48,ns
slew_viol_final,0,
finalHoldViolations,0,
fp.coreArea,16700,sq um
layout_top_cell,clkdlybuf4s50_1,
fin_crit_sh,96.95,%
busiest_layer,met2,
dr.pass1.iters,4,
worst-path-buf-inv,3,
die_w,151,um
gr-usage-met1,4.962,%
cp_max_fo,15,
slowest_delay,0.51,ns
mostFrequentLayoutCells,"clkdlybuf4s50_1, conb_1, nor2_1, nand2_1, a21oi_1",
synthCells,237,
fp_util,9.477,%
drt_iter0_drc,26,
syn_to_final_growth,48.46,%
grt_use_total,5.316,%
num_vias,1389,
post_synth.cell_area_avg,6.678,sq um
dp.cells,487,
hold_path_class,primary input to output port,
wl_per_cell,14.23,um
grt_first_pass_wirelength,9335,um
max_cap_violations,0,
place.gp.congestion,0.8374,
finalNonFillerCells,487,
worstPathArrival,2.39,ns
ff_count,0,
yosysCellCount,237,
dp_slack,0.06295,ns
netlist_area,1583,sq um
via_per_inst,2.852,
synth_warnings,1,
drt_wl_total,6928,um
dieArea,22800,sq um
holdBufCountCts,0,
## cells by family (layout without fill, tap and decap cells)
group	after synthesis	after routing	synth area share, %
multiplexers	9	9	6.640
other	1	32	0.2369
AND-OR/OR-AND	27	27	11.30
AND/OR/NAND/NOR	45	45	11.23
buffers and inverters	155	154	70.59
## per-layer routing
layer / up-vias / share of wire [%]
met2: 158 / 45
met3: 32 / 19
met4: 0 / 3.8
met1: 559 / 32
met5: - / 0
li1: 640 / -
## final timing paths
kind / depth (start not counted) / slack, ns / to
worst max-delay path: 6 / 0.09 / mem_packet[62]
worst min-delay path: 0 / 1.24 / Dmem_store_data[10]
## cells in the mapped netlist
cell type,n,area (sq um)
nor2_1,26,97.59
o22ai_1,9,56.30
conb_1,1,3.750
mux2_4,1,15.01
a21boi_4,1,18.77
clkbuf_1,3,11.26
buf_6,1,11.26
mux2_2,8,90.09
buf_2,2,10.01
and2_1,1,6.260
or2b_1,1,7.510
nand2_1,16,60.06
buf_4,140,1051
o31ai_4,1,21.27
inv_1,9,33.78
nor2b_1,1,6.260
a22oi_1,1,7.510
a21oi_1,15,75.07
## layout make-up
class / instances / area, sq um
fill: 1938 / 14350
inverter: 9 / 33.78
multi-input combinational: 113 / 584.3
tap: 220 / 275.3
timing repair buffer: 145 / 1456
## power breakdown
part	total, W	leakage [nW]	switching (W)	internal (W)
Combinational	0.000292	0.914	0.0000819	0.000211
Sequential	0	0	0	0
Clock	0	0	0	0
Total	0.000292	0.914	0.0000819	0.000211
## through the flow
stage	hold WS, ns	cell area [sq um]	utilization [%]	power, W
finish	1.240	2350	14.07	0.0002925
global route	1.240	2350	14.07	0.0003235
CTS	1.240	2347	14.05	0.0003035
detailed placement	1.240	2347	14.05	0.0003009
global placement	1.240	2347	14.05	0.0003022
floorplan	1.253	1699	-	0.0001672
No activity file was given, so power comes from the tool's default toggle rates.
