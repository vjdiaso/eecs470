==> design/flow/design.v <==
module memDP
  #(parameter WIDTH      = 32,
    parameter DEPTH      = 32,
    parameter READ_PORTS = 1,
    parameter BYPASS_EN  = 0    
   )
   ( 
    input                                            clock,
    input                                            reset,
    input        [READ_PORTS-1:0]                    re,      
    input        [READ_PORTS-1:0][$clog2(DEPTH)-1:0] raddr,   
    output logic [READ_PORTS-1:0][WIDTH        -1:0] rdata,   
    input                                            we,      
    input                       [$clog2(DEPTH)-1:0]  waddr,   
    input                       [WIDTH        -1:0]  wdata    
   );
logic [DEPTH-1:0][WIDTH-1:0]  memData;
genvar i;
generate
    for (i = 0; i < READ_PORTS; i++) begin
        always_comb begin
            if (BYPASS_EN != 0) begin : bypass_path
                if (re[i]) begin
                    if (we && (raddr[i] == waddr))
                        rdata[i] = wdata;
                    else
                        rdata[i] = memData[raddr[i]];
                end else begin
                    rdata[i] = '0;
                end
            end else begin : non_bypass_path
                rdata[i] = re[i] ? memData[raddr] : '0;
            end
        end
    end
endgenerate
always_ff @(posedge clock) begin
    if (reset) begin
        memData        <= '0;
    end else if (we) begin
        memData[waddr] <= wdata;
    end
end
endmodule
==> design/flow/run.sh <==
#!/bin/bash
# OpenROAD 26Q1-2900-gdf79404cd8, Yosys 0.63+post, stock flow scripts
make -C /OpenROAD-flow-scripts/flow DESIGN_CONFIG=/design/flow/config.mk WORK_HOME=/design/flow/orfs finish
==> design/flow/config.mk <==
export PLATFORM = sky130hd
export DESIGN_NAME = memDP
export DESIGN_NICKNAME = memDP
export VERILOG_FILES = /design/flow/design.v
export SDC_FILE = /design/flow/constraint.sdc
export NUM_CORES = 4
export LEC_CHECK = 1
export CORE_UTILIZATION = 40
==> design/flow/constraint.sdc <==
current_design memDP

set clk_period 21.5
set clk_io_pct 0.2

create_clock -name clk0 -period $clk_period [get_ports {clock}]

set non_clock_inputs [all_inputs -no_clocks]
set_input_delay [expr $clk_period * $clk_io_pct] -clock clk0 $non_clock_inputs
set_output_delay [expr $clk_period * $clk_io_pct] -clock clk0 [all_outputs]
==> flow_summary_export.csv <==
group,metric,value,unit
outcome,status,"complete, no violations",
critical_path,crit_fanout,71,
route,wire_per_inst,30.9,um
placement,io_buffers,77,
logic_synthesis,synthArstFlopShare,0,%
floorplan,fp.dieW,351,um
timing,slew_viol_final,0,
timing,fin_ws,8.96,ns
logic_synthesis,top_cell_area_share,42.1,%
critical_path,worstPathRequired,17.20,ns
power,ir_drop,0.0628,mV
critical_path,cp.depth,9,
floorplan,dieArea,0.123,mm2
global_route,grt_start_max_net_pins,145,
logic_synthesis,ys_area,0.0486,mm2
logic_synthesis,synthesis.area,0.0486,mm2
power,p_total,4.35,mW
min_path,hp-class,"flip-flop to flip-flop",
cts,cts_tree,"built",
flow_run,warnings,38,
timing,finalSetupViolCount,0,
global_route,grt_pass1_wl,298000,um
logic_synthesis,yosys_warnings,1,
timing,period_used_share,58.3,%
critical_path,path_buffers,5,
logic_synthesis,synth_cell_type_count,54,
critical_path,r2r_cells,2,
floorplan,ios,78,
critical_path,crit_chain,"buf_8 -> buf_4 -> buf_4 -> buf_4 -> mux4_2 -> mux2_2 -> o221ai_1 -> a31oi_1 -> clkdlybuf4s50_1",
critical_path,worstSetupPathType,"primary input to output pin",
route,totalWireLength,204000,um
layout,final_common_cell,"dfxtp_1",
cts,clk_path_buf_depth,3,
placement,dp_cells,6404,
timing,rsz0062_at_grt,"no",
placement,dpl-instance-area,0.0504,mm2
floorplan,row_count,127,
cts,cts_resized,0,
layout,regMostFlops,"memData",
timing,relSlewSlack,30.2,%
cts,cts_buffers,107,
floorplan,core,0.120,mm2
critical_path,crit_top_cell,"buf_4",
critical_path,start_kind,"primary input",
cts,clk_latency,0.71,ns
critical_path,worstPathArrival,8.24,ns
cts,root_buffer,"clkbuf_16",
route,via_count,44600,
critical_path,cp_slowest_stage_delay,0.72,ns
route,viasPerCell,6.75,
critical_path,rr_endpoint,"memData[11]$_SDFFE_PP0P_",
placement,place_ws,9.10,ns
logic_synthesis,synth.avg_cell_area,9.24,um2
flow_run,maxCapViolations,0,
critical_path,slowest_stage,"buf_4",
cts,h-tree-depth,3,
power,leakage,17.9,nW
critical_path,r2r_setup_slack,20.77,ns
layout,stdcell_count,6602,
logic_synthesis,edf_count,0,
logic_synthesis,synth_seq_share,42.1,%
critical_path,endpoint_kind,"output pin",
timing,skew,0,ns
cts,cts_hold_buffers,0,
cts,clock-sinks,1024,
logic_synthesis,ys_cells,5262,
floorplan,die_y,351,um
route,drt.antenna.violating_nets,0,
timing,fmax,79.8,MHz
critical_path,cp-startpoint,"raddr[2]",
cts,clk_pin_slew_worst_paths,0.06,ns
timing,fin_setup_tns,0,ns
global_route,grt_pass1_vias,43900,
logic_synthesis,top_area_cell,"dfxtp_1",
logic_synthesis,ys.flops,1024,
layout,largest_reg_flops,1024,
route,first_iter_violations,4647,
global_route,grt-ovfl-total,0,
placement,place_congestion,0.915,
global_route,antenna_found_initial,11,
cts,post_cts_buffers,0,
placement,hpwlAfterDp,106000,um
floorplan,fp_util,40.4,%
logic_synthesis,ff_type,"dfxtp_1",
route,drc,0,
global_route,grt_usage,34.1,%
critical_path,endpoint,"rdata[15]",
timing,min_period,12.54,ns
layout,syn2layout_area_growth,11.2,%
layout,reg.largest.list,"memData x1024",
layout,drive_above_1_share,14.4,%
timing,whs,0.452,ns
logic_synthesis,post_synth_main_area_contributors,"dfxtp_1 (42%), mux4_2 (10%), a21oi_1 (8.3%)",
power,power_density,80.4,mW/mm2
layout,layout_top_cells,"dfxtp_1 (1,024), a21oi_1 (801), nand4_1 (420)",
critical_path,timing.rr.start,"memData[11]$_SDFFE_PP0P_",
layout,fin_area,0.0541,mm2
logic_synthesis,synthCells,5262,
critical_path,crit_family,"buffers and inverters",
timing,worst_pin_slew,1.05,ns
timing,hold_violations,0,
layout,postLayoutCoreUtil,44.9,%
route,drt_first_pass_iters,6,
how the worst min path moves through the flow:
stage	from	end	depth (start not counted)
4_1_cts	memData[952]$_SDFFE_PP0P_	memData[952]$_SDFFE_PP0P_	2
5_1_grt	memData[800]$_SDFFE_PP0P_	memData[800]$_SDFFE_PP0P_	2
6_report	memData[944]$_SDFFE_PP0P_	memData[944]$_SDFFE_PP0P_	2
layout make-up:
cell class / instances / area, um2
Fill cell: 11100 / 66200
Multi-Input combinational cell: 3499 / 25600
Sequential cell: 1024 / 20500
Clock buffer: 157 / 3170
Timing Repair Buffer: 264 / 2260
Tap cell: 1612 / 2020
Clock inverter: 38 / 437
Inverter: 5 / 22.5
Antenna cell: 3 / 7.51
power by group:
part           internal (mW)  total (mW)  switching (mW)
clock                   1.11        1.93           0.814
combinational          0.102       0.499           0.397
sequential              1.91        1.92         0.00827
worst register-to-register path, cell delays in order (launching register included):
cell	delay, ns
dfxtp_1	0.37
o21ai_0	0.12
a21oi_1	0.17
synthesized netlist by cell type, types with 33 or more instances:
cell type / instances
mux4_2: 224
mux2_2: 64
o221ai_1: 33
mux2i_1: 288
o21ai_0: 248
buf_2: 83
o31ai_1: 385
nand4_1: 420
a21oi_1: 804
dfxtp_1: 1024
buf_1: 97
nand2b_1: 260
nand2_1: 405
nand3_1: 201
clkbuf_1: 539
per-layer routing:
layer	global-route usage [%]	up-vias	share of wire, %
met5	1.73	-	0.21
met4	14.0	30	5.1
met3	17.7	717	15
met2	48.7	3106	43
met1	44.2	21800	37
li1	-	18900	-
logic make-up after synthesis:
| group | synth area share [%] |
|---|---|
| DFF | 42.1 |
| xor gates and xnor gates | 0.0360 |
| adders and majority gates | 0.0514 |
| muxes | 17.8 |
| AOI/OAI and AO/OA | 19.3 |
| and+or+nand+nor | 14.6 |
| buffers and inverters | 6.08 |
Power figures rest on the tool's default switching activity, not on a simulated workload.
