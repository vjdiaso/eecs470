## flow/design.v

```verilog
`timescale 1ns/100ps
typedef logic [31:0] ADDR;
typedef logic [31:0] DATA;
typedef logic [4:0] REG_IDX;
typedef logic [3:0] MEM_TAG;
typedef union packed {
    logic [7:0][7:0]  byte_level;
    logic [3:0][15:0] half_level;
    logic [1:0][31:0] word_level;
    logic      [63:0] dbbl_level;
} MEM_BLOCK;
typedef enum logic [1:0] {
    BYTE   = 2'h0,
    HALF   = 2'h1,
    WORD   = 2'h2,
    DOUBLE = 2'h3
} MEM_SIZE;
typedef enum logic [1:0] {
    MEM_NONE   = 2'h0,
    MEM_LOAD   = 2'h1,
    MEM_STORE  = 2'h2
} MEM_COMMAND;
typedef enum logic [3:0] {
    INST_ADDR_MISALIGN  = 4'h0,
    INST_ACCESS_FAULT   = 4'h1,
    ILLEGAL_INST        = 4'h2,
    BREAKPOINT          = 4'h3,
    LOAD_ADDR_MISALIGN  = 4'h4,
    LOAD_ACCESS_FAULT   = 4'h5,
    STORE_ADDR_MISALIGN = 4'h6,
    STORE_ACCESS_FAULT  = 4'h7,
    ECALL_U_MODE        = 4'h8,
    ECALL_S_MODE        = 4'h9,
    NO_ERROR            = 4'ha,  
    ECALL_M_MODE        = 4'hb,
    INST_PAGE_FAULT     = 4'hc,
    LOAD_PAGE_FAULT     = 4'hd,
    HALTED_ON_WFI       = 4'he,  
    STORE_PAGE_FAULT    = 4'hf
} EXCEPTION_CODE;
typedef enum logic [1:0] {
    OPA_IS_RS1,
    OPA_IS_NPC,
    OPA_IS_PC,
    OPA_IS_ZERO
} ALU_OPA_SELECT;
typedef enum logic [2:0] {
    OPB_IS_RS2,
    OPB_IS_I_IMM,
    OPB_IS_S_IMM,
    OPB_IS_B_IMM,
    OPB_IS_U_IMM,
    OPB_IS_J_IMM
} ALU_OPB_SELECT;
typedef enum logic [3:0] {
    ALU_ADD,
    ALU_SUB,
    ALU_SLT,
    ALU_SLTU,
    ALU_AND,
    ALU_OR,
    ALU_XOR,
    ALU_SLL,
    ALU_SRL,
    ALU_SRA
} ALU_FUNC;
typedef enum logic [2:0] {
    M_MUL     = 3'b000,
    M_MULH    = 3'b001,
    M_MULHSU  = 3'b010,
    M_MULHU   = 3'b011,
    M_DIV     = 3'b100,
    M_DIVU    = 3'b101,
    M_REM     = 3'b110,
    M_REMU    = 3'b111
} MULT_FUNC3;
typedef union packed {
    logic [31:0] inst;
    struct packed {
        logic [6:0] funct7;
        logic [4:0] rs2;  
        logic [4:0] rs1;  
        logic [2:0] funct3;
        logic [4:0] rd;  
        logic [6:0] opcode;
    } r;  
    struct packed {
        logic [11:0] imm;  
        logic [4:0]  rs1;  
        logic [2:0]  funct3;
        logic [4:0]  rd;   
        logic [6:0]  opcode;
    } i;  
    struct packed {
        logic [6:0] off;  
        logic [4:0] rs2;  
        logic [4:0] rs1;  
        logic [2:0] funct3;
        logic [4:0] set;  
        logic [6:0] opcode;
    } s;  
    struct packed {
        logic       of;   
        logic [5:0] s;    
        logic [4:0] rs2;  
        logic [4:0] rs1;  
        logic [2:0] funct3;
        logic [3:0] et;   
        logic       f;    
        logic [6:0] opcode;
    } b;  
    struct packed {
        logic [19:0] imm;  
        logic [4:0]  rd;  
        logic [6:0]  opcode;
    } u;  
    struct packed {
        logic       of;  
        logic [9:0] et;  
        logic       s;   
        logic [7:0] f;   
        logic [4:0] rd;  
        logic [6:0] opcode;
    } j;   
} INST;  
typedef struct packed {
    INST  inst;
    ADDR  PC;
    ADDR  NPC;  
    logic valid;
} IF_ID_PACKET;
typedef struct packed {
    INST inst;
    ADDR PC;
    ADDR NPC;  
    DATA rs1_value;  
    DATA rs2_value;  
    ALU_OPA_SELECT opa_select;  
    ALU_OPB_SELECT opb_select;  
    REG_IDX  dest_reg_idx;   
    ALU_FUNC alu_func;       
    logic    mult;           
    logic    rd_mem;         
    logic    wr_mem;         
    logic    cond_branch;    
    logic    uncond_branch;  
    logic    halt;           
    logic    illegal;        
    logic    csr_op;         
    logic    valid;
} ID_EX_PACKET;
typedef struct packed {
    DATA alu_result;
    ADDR NPC;
    logic    take_branch;  
    DATA     rs2_value;
    logic    rd_mem;
    logic    wr_mem;
    REG_IDX  dest_reg_idx;
    logic    halt;
    logic    illegal;
    logic    csr_op;
    logic    rd_unsigned;  
    MEM_SIZE mem_size;
    logic    valid;
} EX_MEM_PACKET;
typedef struct packed {
    DATA    result;
    ADDR    NPC;
    REG_IDX dest_reg_idx;  
    logic   take_branch;
    logic   halt;     
    logic   illegal;  
    logic   valid;
} MEM_WB_PACKET;
typedef struct packed {
    ADDR    NPC;
    DATA    data;
    REG_IDX reg_idx;
    logic   halt;
    logic   illegal;
    logic   valid;
} COMMIT_PACKET;
module stage_wb (
    input MEM_WB_PACKET mem_wb_reg,
    output COMMIT_PACKET wb_packet
);
    assign wb_packet.data = (mem_wb_reg.take_branch) ? mem_wb_reg.NPC : mem_wb_reg.result;
    assign wb_packet.NPC     = mem_wb_reg.NPC;
    assign wb_packet.reg_idx = mem_wb_reg.dest_reg_idx;
    assign wb_packet.illegal = mem_wb_reg.illegal && mem_wb_reg.valid;
    assign wb_packet.halt    = mem_wb_reg.halt && mem_wb_reg.valid;
    assign wb_packet.valid   = mem_wb_reg.valid;
endmodule  
```

## flow/run.sh

```bash
#!/bin/bash
# OpenROAD 26Q1-2900-gdf79404cd8, Yosys 0.63+post, stock flow scripts
make -C /OpenROAD-flow-scripts/flow DESIGN_CONFIG=/design/flow/config.mk WORK_HOME=/design/flow/orfs finish
```

## flow/config.mk

```make
export PLATFORM = sky130hd
export DESIGN_NAME = stage_wb
export DESIGN_NICKNAME = stage_wb
export VERILOG_FILES = /design/flow/design.v
export SDC_FILE = /design/flow/constraint.sdc
export NUM_CORES = 4
export LEC_CHECK = 1
export CORE_AREA = 10 10 70 70
export DIE_AREA = 0 0 80 80
```

## flow/constraint.sdc

```tcl
current_design stage_wb

set clk_period 1.0
set clk_io_pct 0.2

create_clock -name clk0 -period $clk_period

set non_clock_inputs [all_inputs -no_clocks]
set_input_delay [expr $clk_period * $clk_io_pct] -clock clk0 $non_clock_inputs
set_output_delay [expr $clk_period * $clk_io_pct] -clock clk0 [all_outputs]
```

==> flow_metrics.env <==
# implementation run metrics
export IMPL_drcViolationCount=0
export IMPL_path_delay_family="buffers and inverters"
export IMPL_die_area_mm2=0.00640
export IMPL_synthTopCellsByArea="mux2_4 (53%), buf_4 (34%), buf_12 (7.1%)"
export IMPL_cp_start_kind="input port"
export IMPL_failed_checks="negative setup slack"
export IMPL_synth_lib_cells_used_distinct=6
export IMPL_relSlewSlack=0.944
export IMPL_grt_max_degree=8
export IMPL_seqCellArea_um2=0
export IMPL_top_logic_kind="multiplexers"
export IMPL_layout_drive_gt1_share=0.514
export IMPL_yosysSeqAreaShare=0
export IMPL_mux_area_frac=0.562
export IMPL_top_cell_area_share=0.535
export IMPL_layout_min_cycle_time_ns=1.18
export IMPL_top_cell="buf_4"
export IMPL_final_setup_tns_ns=-4.04
export IMPL_ant_nets=0
export IMPL_worstMarginPinSlew_ns=0.0838
export IMPL_critPathMaxFanout=7
export IMPL_syn_inst=76
export IMPL_fmax_mhz=846
export IMPL_critPathMostFrequentCell="buf_12"
export IMPL_adder_share=0
export IMPL_yosysWarnings=0
export IMPL_grt_first_pass_wirelength_mm=5.66
export IMPL_hpwl_mm=3.62
export IMPL_crit_path_end_kind="output pin"
export IMPL_num_io_pins=145
export IMPL_synth_top_cell_by_area="mux2_4"
export IMPL_synthAoiAreaFrac=0
export IMPL_first_global_vias=928
export IMPL_yosysChipArea_um2=842
export IMPL_synth_cell_area_um2=842
export IMPL_drt_iter0_drc=3
export IMPL_area_growth_syn_to_layout_pct=134
export IMPL_vias=871
export IMPL_p_leak_nw=1.11
export IMPL_hold_viol=0
export IMPL_rsz0062_at_grt="true"
export IMPL_track_usage=0.111
export IMPL_path_buffers=4
export IMPL_clkbuf_count=0
export IMPL_crit_path_cell_trace="buf_12 -> buf_12 -> buf_12 -> mux2_4 -> buf_6"
export IMPL_io_buffers=135
export IMPL_slowest_stage="mux2_4"
export IMPL_outcome="finished with violations"
export IMPL_powerDensity_mw_per_mm2=378
export IMPL_worstPathRequired_ns=0.80
export IMPL_whs_ns=0.400
export IMPL_vias_per_cell=3.84
export IMPL_place_gp_congestion=0.777
export IMPL_grt_overflow=0
export IMPL_dr_pass1_iters=2
export IMPL_xor_share=0
export IMPL_die_h_um=80
export IMPL_antenna_found_initial=0
export IMPL_core_mm2=0.00342
export IMPL_totalWireLength_mm=4.00
export IMPL_log_warning_count=34
export IMPL_critPathLaunch="mem_wb_reg[3]"
export IMPL_seq_cells=0
export IMPL_drv_cap=0
export IMPL_maxSlewViolCount=0
export IMPL_final_cell_area_mm2=0.00197
export IMPL_crit_cells=5
export IMPL_pre_cts_slack_ns=-0.535
export IMPL_floorplan_core_util=0.247
export IMPL_diodes=0
export IMPL_worstPathArrival_ns=0.98
export IMPL_ctsHoldBuffers=0
export IMPL_timing_final_setup_violations=32
export IMPL_placed_area_mm2=0.00197
export IMPL_syn_area_per_cell_um2=11.1
export IMPL_simple_gate_share=0.0149
export IMPL_ys_cells=76
export IMPL_die_w_um=80
export IMPL_min_path_type="in2out"
export IMPL_synthTopCellsByCount="buf_4 (38), mux2_4 (30), buf_12 (3)"
export IMPL_wl_per_cell_um=17.6
export IMPL_cpPeakStageDelay_ns=0.29
export IMPL_fin_ws_ns=-0.183
export IMPL_path_class="in2out"
export IMPL_ir_drop_mv=0.155
export IMPL_fin_crit_sh=1.18
export IMPL_hp_start="mem_wb_reg[4]"
export IMPL_worstHoldPathCells=0
export IMPL_fp_row_count=21
## area by class of cell
class	count	area, um^2
well taps	46	57.6
repair buffers	147	1420
fillers	312	1440
multi-input cells	34	493
## cell usage in the layout, fill, tap and decap left out, drive strengths merged
cell type and instances:
bufbuf 1, clkdlybuf4s15 13, clkdlybuf4s50 6, and2 2, dlygate4sd2 73, buf 48, dlymetal6s2s 6, mux2 32
## where the power goes
group	internal, mW	leakage, nW	total, mW	switching [mW]
Combinational	0.578	1.11	0.746	0.168
Sequential	0	0	0	0
Clock	0	0	0	0
## path summary, 6_finish.rpt
kind / endpoint
max: wb_packet[9]
min: wb_packet[3]
## per-layer routing
metal,global-route usage,up-vias,routed length (um)
met5,0,-,0
met4,0.00352,0,2
met3,0.0386,2,429
met2,0.217,53,2270
met1,0.116,380,1300
li1,-,436,-
## timing repair
action                     CTS  global route
buffers inserted             5             0
pin swaps                    2             0
gates cloned                 1             0
setup endpoints to repair   67            32
resized                    241            18
## per-stage QoR
step,utilization,total power [mW],instances
floorplan,-,0.298,76
global placement,0.576,0.842,222
detailed placement,0.576,0.842,222
CTS,0.555,0.722,228
global route,0.578,0.801,227
finish,0.578,0.746,227
## logic make-up (layout without fill, tap and decap cells)
family	count (synthesis)	count (layout)
AND/OR/NAND/NOR	2	2
multiplexers	32	32
buffers and inverters	42	147
Power and IR drop assume default switching activity.
